<file path="flow/run.sh">
#!/bin/bash
# OpenROAD 26Q1-2900-gdf79404cd8, Yosys 0.63+post, stock flow scripts
make -C /OpenROAD-flow-scripts/flow DESIGN_CONFIG=/design/flow/config.mk WORK_HOME=/design/flow/orfs finish
</file>
<file path="flow/config.mk">
export PLATFORM = sky130hd
export DESIGN_NAME = mux_3x1_results
export DESIGN_NICKNAME = mux_3x1_results
export VERILOG_FILES = /design/flow/design.v
export SDC_FILE = /design/flow/constraint.sdc
export NUM_CORES = 4
export LEC_CHECK = 1
export CORE_AREA = 10 10 87 87
export DIE_AREA = 0 0 97 97
</file>
<file path="flow/constraint.sdc">
current_design mux_3x1_results

set clk_period 4.1
set clk_io_pct 0.2

create_clock -name clk0 -period $clk_period

set non_clock_inputs [all_inputs -no_clocks]
set_input_delay [expr $clk_period * $clk_io_pct] -clock clk0 $non_clock_inputs
set_output_delay [expr $clk_period * $clk_io_pct] -clock clk0 [all_outputs]
</file>
<file path="flow/design.v">
module mux_3x1_results(
	output [31:0] out_result,
	input slt,
	input [31:0] cla_result,
	input [31:0] mod_result,
	input [2:0] ALUop
);
	wire is_slt;
	wire [31:0] select [1:0];
	wire [2:0] first_bit_select;
	and and0(is_slt, ALUop[2], !ALUop[1], !ALUop[0]);
	and and1(is_mod, ALUop[2], ALUop[1], ALUop[0]);
	and and2(first_bit_select[0], is_slt, slt);
	and and3(first_bit_select[1], !is_slt, is_mod, mod_result[0]);
	and and4(first_bit_select[2], !is_slt, !is_mod, cla_result[0]);
	or or0(out_result[0], first_bit_select[0], first_bit_select[1], first_bit_select[2]);
	and and5(select[0][1], !is_slt, is_mod, mod_result[1]);
	and and6(select[1][1], !is_slt, !is_mod, cla_result[1]);
	or or1(out_result[1], select[0][1], select[1][1]);
	and and7(select[0][2], !is_slt, is_mod, mod_result[2]);
	and and8(select[1][2], !is_slt, !is_mod, cla_result[2]);
	or or2(out_result[2], select[0][2], select[1][2]);
	and and9(select[0][3], !is_slt, is_mod, mod_result[3]);
	and and10(select[1][3], !is_slt, !is_mod, cla_result[3]);
	or or3(out_result[3], select[0][3], select[1][3]);
	and and11(select[0][4], !is_slt, is_mod, mod_result[4]);
	and and12(select[1][4], !is_slt, !is_mod, cla_result[4]);
	or or4(out_result[4], select[0][4], select[1][4]);
	and and13(select[0][5], !is_slt, is_mod, mod_result[5]);
	and and14(select[1][5], !is_slt, !is_mod, cla_result[5]);
	or or5(out_result[5], select[0][5], select[1][5]);
	and and15(select[0][6], !is_slt, is_mod, mod_result[6]);
	and and16(select[1][6], !is_slt, !is_mod, cla_result[6]);
	or or6(out_result[6], select[0][6], select[1][6]);
	and and17(select[0][7], !is_slt, is_mod, mod_result[7]);
	and and18(select[1][7], !is_slt, !is_mod, cla_result[7]);
	or or7(out_result[7], select[0][7], select[1][7]);
	and and19(select[0][8], !is_slt, is_mod, mod_result[8]);
	and and20(select[1][8], !is_slt, !is_mod, cla_result[8]);
	or or8(out_result[8], select[0][8], select[1][8]);
	and and21(select[0][9], !is_slt, is_mod, mod_result[9]);
	and and22(select[1][9], !is_slt, !is_mod, cla_result[9]);
	or or9(out_result[9], select[0][9], select[1][9]);
	and and23(select[0][10], !is_slt, is_mod, mod_result[10]);
	and and24(select[1][10], !is_slt, !is_mod, cla_result[10]);
	or or10(out_result[10], select[0][10], select[1][10]);
	and and25(select[0][11], !is_slt, is_mod, mod_result[11]);
	and and26(select[1][11], !is_slt, !is_mod, cla_result[11]);
	or or11(out_result[11], select[0][11], select[1][11]);
	and and27(select[0][12], !is_slt, is_mod, mod_result[12]);
	and and28(select[1][12], !is_slt, !is_mod, cla_result[12]);
	or or12(out_result[12], select[0][12], select[1][12]);
	and and29(select[0][13], !is_slt, is_mod, mod_result[13]);
	and and30(select[1][13], !is_slt, !is_mod, cla_result[13]);
	or or13(out_result[13], select[0][13], select[1][13]);
	and and31(select[0][14], !is_slt, is_mod, mod_result[14]);
	and and32(select[1][14], !is_slt, !is_mod, cla_result[14]);
	or or14(out_result[14], select[0][14], select[1][14]);
	and and33(select[0][15], !is_slt, is_mod, mod_result[15]);
	and and34(select[1][15], !is_slt, !is_mod, cla_result[15]);
	or or15(out_result[15], select[0][15], select[1][15]);
	and and35(select[0][16], !is_slt, is_mod, mod_result[16]);
	and and36(select[1][16], !is_slt, !is_mod, cla_result[16]);
	or or16(out_result[16], select[0][16], select[1][16]);
	and and37(select[0][17], !is_slt, is_mod, mod_result[17]);
	and and38(select[1][17], !is_slt, !is_mod, cla_result[17]);
	or or17(out_result[17], select[0][17], select[1][17]);
	and and39(select[0][18], !is_slt, is_mod, mod_result[18]);
	and and40(select[1][18], !is_slt, !is_mod, cla_result[18]);
	or or18(out_result[18], select[0][18], select[1][18]);
	and and41(select[0][19], !is_slt, is_mod, mod_result[19]);
	and and42(select[1][19], !is_slt, !is_mod, cla_result[19]);
	or or19(out_result[19], select[0][19], select[1][19]);
	and and43(select[0][20], !is_slt, is_mod, mod_result[20]);
	and and44(select[1][20], !is_slt, !is_mod, cla_result[20]);
	or or20(out_result[20], select[0][20], select[1][20]);
	and and45(select[0][21], !is_slt, is_mod, mod_result[21]);
	and and46(select[1][21], !is_slt, !is_mod, cla_result[21]);
	or or21(out_result[21], select[0][21], select[1][21]);
	and and47(select[0][22], !is_slt, is_mod, mod_result[22]);
	and and48(select[1][22], !is_slt, !is_mod, cla_result[22]);
	or or22(out_result[22], select[0][22], select[1][22]);
	and and49(select[0][23], !is_slt, is_mod, mod_result[23]);
	and and50(select[1][23], !is_slt, !is_mod, cla_result[23]);
	or or23(out_result[23], select[0][23], select[1][23]);
	and and51(select[0][24], !is_slt, is_mod, mod_result[24]);
	and and52(select[1][24], !is_slt, !is_mod, cla_result[24]);
	or or24(out_result[24], select[0][24], select[1][24]);
	and and53(select[0][25], !is_slt, is_mod, mod_result[25]);
	and and54(select[1][25], !is_slt, !is_mod, cla_result[25]);
	or or25(out_result[25], select[0][25], select[1][25]);
	and and55(select[0][26], !is_slt, is_mod, mod_result[26]);
	and and56(select[1][26], !is_slt, !is_mod, cla_result[26]);
	or or26(out_result[26], select[0][26], select[1][26]);
	and and57(select[0][27], !is_slt, is_mod, mod_result[27]);
	and and58(select[1][27], !is_slt, !is_mod, cla_result[27]);
	or or27(out_result[27], select[0][27], select[1][27]);
	and and59(select[0][28], !is_slt, is_mod, mod_result[28]);
	and and60(select[1][28], !is_slt, !is_mod, cla_result[28]);
	or or28(out_result[28], select[0][28], select[1][28]);
	and and61(select[0][29], !is_slt, is_mod, mod_result[29]);
	and and62(select[1][29], !is_slt, !is_mod, cla_result[29]);
	or or29(out_result[29], select[0][29], select[1][29]);
	and and63(select[0][30], !is_slt, is_mod, mod_result[30]);
	and and64(select[1][30], !is_slt, !is_mod, cla_result[30]);
	or or30(out_result[30], select[0][30], select[1][30]);
	and and65(select[0][31], !is_slt, is_mod, mod_result[31]);
	and and66(select[1][31], !is_slt, !is_mod, cla_result[31]);
	or or31(out_result[31], select[0][31], select[1][31]);
endmodule
</file>
==> impl_metrics.py <==
# Generated from Yosys and OpenROAD reports
metrics = {
    "run_status": {
        "status": "completed",
    },
    "route": {
        "drt_wl_total_mm": 4.162,
        "drtIter0Drc": 124,
        "drc_errors": 0,
        "via_count": 1123,
        "drt-pass1-iter-count": 4,
        "ant_nets": 0,
        "num_antenna_cells": 0,
        "wl_per_cell_um": 16.78,
        "routed_via_density": 4.528,
    },
    "cts": {
        "postCtsSetupRepairBufs": 0,
        "postCtsResizedCells": 0,
        "hold_buffers": 0,
    },
    "global_routing": {
        "grt_usage_pct": 7.916,
        "grt_max_degree": 32,
        "grt_pass1_wl_mm": 6.375,
        "grt_overflow_total": 0,
        "antenna_found_initial": 0,
        "grt_pass1_vias": 1120,
    },
    "setup_path": {
        "crit_fanout": 18,
        "critical_path_class": "input port to output port",
        "cp-end-kind": "output port",
        "cp.required_ps": 3280,
        "worstPathArrival_ps": 2820,
        "crit_path_start_kind": "input port",
    },
    "pwr": {
        "total_power_uw": 199.4,
        "p_int_uw": 144.3,
        "clkPwrFrac_pct": 0,
        "switching_share_pct": 27.63,
        "p_leak_nw": 0.6631,
        "peakVddDrop_mv": 0.04319,
        "p_seq_share_pct": 0,
        "switching_power_uw": 55.10,
        "pwr-share-comb_pct": 100.0,
        "p_per_area_nw_per_um2": 115.8,
    },
    "floorplanning": {
        "chipWidth_um": 97,
        "fp-row-count": 27,
        "design.core.area_um2": 5642,
        "dieHeight_um": 97,
        "ios": 100,
        "dieArea_um2": 9409,
        "fp_util_pct": 12.46,
    },
    "finish": {
        "n_clock_buffer": 0,
        "regArea_um2": 0,
        "layout-drive-gt1-share_pct": 2.841,
        "n_fill_cell": 597,
        "nFlopsAndLatches": 0,
        "synthToLayoutAreaGrowth_pct": 145.0,
        "combGateArea_um2": 598.1,
        "fin_util_pct": 30.54,
    },
    "final_timing": {
        "slew_viol_final": 0,
        "setup_viol_count_final": 0,
        "period_used_pct": 88.71,
        "rsz0062_at_grt": "false",
        "worst_pin_slew_ps": 535.0,
        "slew_headroom_pct": 64.22,
        "fin_tns_setup_ps": 0,
        "hold_violations": 0,
        "min_period_ps": 3637,
        "fmax_mhz": 274.9,
        "holdWs_ps": 2651,
    },
    "hold_path": {
        "min_path_type": "input port to output port",
    },
    "logic_synthesis": {
        "synth_chip_area_um2": 703.2,
        "synthCells": 86,
        "yosys-stat-cells": 86,
        "postSynthSeqShare_pct": 0,
        "netlist_area_um2": 703.2,
        "synth.distinct_cells": 14,
        "syn_area_per_cell_um2": 8.176,
        "ys_warn_count": 2,
    },
    "placement": {
        "port-buffer-count": 100,
        "dp_hpwl_mm": 3.292,
        "gp_congestion": 0.7539,
    },
    "run": {
        "max-cap-violations": 0,
        "warnings": 32,
    },
}
-- per-layer routing --
metal  up-vias  part of all wire, %  track usage, %
li1        556                    -               -
met1       512                   44           10.01
met2        53                   46           13.09
met3         2                  9.7           3.152
met4         0                 0.19               0
met5         -                    0               0
-- path summary, 6_finish.rpt --
kind | startpoint | to | slack, ps | cells after the start
worst max-delay path | ALUop[0] | out_result[10] | 460 | 6
worst min-delay path | cla_result[0] | out_result[0] | 2650 | 4
-- critical path, cell delays in order --
cell	delay, ps
clkdlybuf4s50_1	490
inv_1	400
buf_4	330
a22o_1	170
a22o_1	120
clkdlybuf4s50_1	490
-- power by group through the flow --
stage	registers, mW	logic, mW	clock network (mW)
after CTS	0	0.203	0
after global routing	0	0.217	0
final	0	0.199	0
-- area by class of cell --
| type | instances | share of cell area [%] |
|---|---|---|
| Inverter | 1 | 0.2179 |
| Multi-Input combinational cell | 71 | 34.71 |
| Timing Repair Buffer | 104 | 59.84 |
| Tap cell | 72 | 5.229 |
-- cell usage in the layout (no fill, tap or decap) --
cell type        netlist  final
buf_4                  0      4
nand2b_1               1      1
o21ai_0                1      1
or4b_1                 1      1
nand2_1                2      2
clkdlybuf4s50_1        0    100
a211oi_1               1      1
and2_4                 1      1
nor2_1                 1      1
inv_1                  1      1
o22ai_1                1      1
a22o_1                62     62
-- cell families after synthesis --
group           count (synthesis)  synth area share [%]
simple gates                    6                 5.161
buf+inv                        15                 14.95
compound gates                 65                 79.89
-- per-stage QoR --
step | std cells | worst slack [ps] | area [um2]
2_1_floorplan | 86 | 1724 | 703.2
3_3_place_gp | 248 | 471.4 | 1723
3_5_place_dp | 248 | 459.5 | 1723
4_1_cts | 248 | 461.5 | 1723
5_1_grt | 248 | 316.7 | 1723
6_report | 248 | 463.0 | 1723
-- cell usage after synthesis --
library cell | instances | area (um2)
a211oi_1 | 1 | 7.510
or4b_1 | 1 | 10.01
buf_2 | 6 | 30.03
nor2_1 | 1 | 3.750
o22ai_1 | 1 | 6.260
clkbuf_1 | 4 | 15.01
buf_6 | 1 | 11.26
nand2b_1 | 1 | 6.260
o21ai_0 | 1 | 5.000
a22o_1 | 62 | 543.0
and2_4 | 1 | 8.760
buf_8 | 3 | 45.04
inv_1 | 1 | 3.750
nand2_1 | 2 | 7.510
No activity file was given, so power comes from the tool's default toggle rates.
