[flow/config.mk]
export PLATFORM = sky130hd
export DESIGN_NAME = mod
export DESIGN_NICKNAME = mod
export VERILOG_FILES = /design/flow/design.v
export SDC_FILE = /design/flow/constraint.sdc
export NUM_CORES = 4
export LEC_CHECK = 1
export CORE_UTILIZATION = 50
[flow/constraint.sdc]
current_design mod

set clk_period 13.2
set clk_io_pct 0.2

create_clock -name clk0 -period $clk_period [get_ports {CLK}]

set non_clock_inputs [all_inputs -no_clocks]
set_input_delay [expr $clk_period * $clk_io_pct] -clock clk0 $non_clock_inputs
set_output_delay [expr $clk_period * $clk_io_pct] -clock clk0 [all_outputs]
[flow/design.v]
module mod(
	input CLK,
	input reset,
	input [31:0] a, b,
	output [31:0] result
);
	wire less_t,
		select,
		write_e,
		res_e;
	mod_cu control_unit(
		.CLK(CLK),
		.reset(reset),
		.less_than(less_t),
		.select(select),
		.write_enable(write_e),
		.result_enable(res_e)
	);
	mod_dp data_path(
		.CLK(CLK),
		.select(select),
		.write_enable(write_e),
		.result_enable(res_e),
		.a(a),
		.b(b),
		.less_than(less_t),
		.result(result)
	);
endmodule
module mod_cu(
	input CLK,
	input reset,
	input less_than,
	output reg select,
	output reg write_enable,
	output reg result_enable
);
	reg [1:0] curr_state, next_state;
	localparam 	BEGIN	= 2'b00,
					SUB	= 2'b01,
					RES	= 2'b10,
					END	= 2'b11;
	always @(negedge CLK)
		begin
			if (reset)
				curr_state <= BEGIN;
			else
				curr_state <= next_state;
		end
	always @(*)
		begin
			case (curr_state)
				BEGIN:
					begin
						next_state = SUB;
					end
				SUB:
					begin
						if (less_than)
							next_state = RES;
						else
							next_state = SUB;
					end
				RES:
					begin
						next_state = END;
					end
				END:
					begin
					end
			endcase
		end
	always @(*)
		begin
			select = 1'b0;
			write_enable = 1'b0;
			result_enable = 1'b0;
			case (curr_state)
				BEGIN:
					begin
						write_enable = 1'b1;
						select = 1'b0;
						result_enable = 1'b0;
					end
				SUB:
					begin
							write_enable = 1'b1;
							select = 1'b1;
							result_enable = 1'b0;
					end
				RES:
					begin
						write_enable = 1'b0;
						select = 1'b0;
						result_enable = 1'b1;
					end
				END:
					begin
					end
			endcase
		end
endmodule
module mod_dp(
	input CLK,
	input select,
	input write_enable,
	input result_enable,
	input [31:0] a, b,
	output less_than,
	output reg [31:0] result
);
	reg [31:0] temp;
	wire [31:0] a_or_tempsubt;
	wire [31:0] sub_res;
	always @(posedge CLK)
		begin
			if (write_enable)
			begin
				temp <= a_or_tempsubt;
			end else if (result_enable)
			begin
				result <= temp;
			end
		end
	assign a_or_tempsubt = select ? sub_res : a;
	assign sub_res = temp - b;
	assign less_than = temp < b;
endmodule
[flow/run.sh]
#!/bin/bash
# OpenROAD 26Q1-2900-gdf79404cd8, Yosys 0.63+post, stock flow scripts
make -C /OpenROAD-flow-scripts/flow DESIGN_CONFIG=/design/flow/config.mk WORK_HOME=/design/flow/orfs finish
==> run summary <==
yosys + openroad results -> critical path class=in -> reg, post-synth area from yosys stat=around 4500 sq um, Worst-Margin Slew=587 ps, PortBufs=97, Post-DP HPWL=approximately 7500 microns, R2R depth=7, Synth Cell Area=about 4500 sq um, arrival time at the worst endpoint=~3200 ps, slowest CP cell=clkdlybuf4s50_1, status=complete, no violations, Vias/cell=5.64, Reg clk slew, reported paths=roughly 80 ps, critical path fanouts, max=2, CP startpoint kind=input port, FP Util=approximately half, hold-critical path depth=0, core area=around 9000 sq um, hold wc startpoint=data_path.temp[17], Pwr per Cell Area=around 130 nW/um^2, register pins left without a clock=2, Final Hold Viols=0, top_reg_cell synth=edfxtp_1, Max Slew Vio Count=0, starting DRC count in detailed routing=between 100 and 150, largest net degree at the start of global routing=approximately 44, worst skew pair latency=~380 ps, die area=around 9500 sq um, buffers plus inverters on the worst setup path=1, clk_skew=between 40 and 50 ps, vias in the first global route=3,704, synth unique cells=58, Synth async-reset ratio=0%, Fill cells=702, Post-CTS Resized=0, crit end category=register, router iterations before antenna repair=4, YS warnings=2, GRT Util Overall=roughly 24%, tool warnings=31, reg2reg end=data_path.temp[22], Top Family by Delay on Critical Path=buffers and inverters, CTS tree=done, Hold Path End=data_path.result[17], # Cells Yosys=438, Power, Total=0.727 mW, Synth Area per Inst=roughly 10 sq um, final WL=roughly 10,000 microns, Area Growth Syn to Fin=27.3%, worst path cell trace=clkdlybuf4s50_1 -> nor2b_1, routability cong.=approximately 0.87, Post-CTS Setup Bufs=0, Req. time, crit path=a little under 7000 ps, worst r2r src=control_unit.curr_state[1], first-pass GRT wire length=17,600 microns, CTS Root Buffer Type=clkbuf_8, Worst slew margin=60.9%, RSZ-0062 raised after global routing=no, Hold Slack=about 450 ps, biggest area cells=edfxtp_1 (42%), ha_1 (9.9%), mux2_2 (4.7%), inv_1 (3.6%), a21oi_1 (3.3%), Final ANT Viol Nets=0, reg2reg setup slack=about 4200 ps, Crit path largest cell delay=480 ps, num ports=~98, worst hold path class=reg -> reg, Post-synth EDFFs=between 60 and 70, area of placed instances=5600 sq um, n_diodes=0, leakage power=2.34 nW, Area leader share=between 40% and 50%, Die Y=slightly below 100 microns, H-tree lvl count=3, Num CTS Buffers=9, endpoints left unconstrained=2, Synth Instances=around 440, initial antenna violation count=0, Setup-failing EPs final=0, clock buffer depth=2, die width=97.2 microns, via total after detailed routing=~3,600, maximum VDD drop=roughly 0.062 mV, Residual DRC=0, average wire per standard cell=16.1 microns, Row Count=34, post-cts hold buffer count=0, fin area=between 5000 and 6000 sq um, Remaining Overflow, GRT=0, Setup TNS=0 ps, Yosys reg bits=about 68, area leader, netlist=edfxtp_1, layout cells sized above 1=between 10% and 20%, # Max-Cap Violations=0
[kinds of logic after synthesis]
group	count (synthesis)	share of synthesized area [%]
latches	2	0.662
AND/OR/NAND/NOR	103	11.8
buffers and inverters	62	5.16
flip-flops	66	43.3
AND-OR/OR-AND	129	20.1
multiplexers	20	4.94
XOR/XNOR	19	3.67
adder cells (fa/ha/maj)	37	10.4
[how the worst max path moves through the flow]
stage	startpoint	end	slack, ps	depth (start not counted)
final	reset	control_unit.curr_state[0]	3700	2
after global routing	reset	control_unit.curr_state[0]	3710	2
after CTS	reset	control_unit.curr_state[1]	3720	2
[where the power goes]
part	switching, mW	internal, mW	leakage (nW)	total, mW
clock network	0.0846	0.0681	0.0917	0.153
logic	0.160	0.138	1.59	0.298
registers	0.0120	0.264	0.659	0.276
[Yosys cell counts (3+ instances only)]
library cell   n
ha_1          36
a211oi_1       4
a21oi_1       30
clkbuf_1      17
nand2_1       31
inv_1         44
mux2_2        19
o31ai_1        4
nand2b_1       4
a31o_2         3
o21bai_1       4
o311ai_0       5
nand4_1        8
and3_1         8
o21a_1         8
xnor2_1       14
or3_1          5
o211ai_1       8
nor2b_1        9
a31oi_1        4
nand3_1        7
edfxtp_1      64
a21o_1        18
nor2_1        15
xor2_1         5
o21ai_0       19
nor3_1         6
[metrics by stage]
step | util (%) | instances | setup WS, ps
final | 65.8 | 645 | 3700
after global routing | 65.8 | 645 | 3710
after CTS | 65.8 | 645 | 3720
after detailed placement | 63.9 | 628 | 3320
after global placement | 63.9 | 628 | 3330
after floorplan | - | 438 | 3660
[final cells by class]
cell class              instances  area (sq um)  area share [%]
clock inverters                 9          53.8           0.932
flip-flops and latches         68          1990            34.5
inverters                      43           161            2.80
well taps                     108           135            2.34
clock buffers                   9           124            2.15
multi-input cells             308          2310            40.0
repair buffers                100           993            17.2
[flip-flops by register name, indices dropped and copies added, names as in the netlist]
name,flops
data_path.result,32
data_path.temp,32
control_unit.curr_state,2
control_unit.next_state,2
[cells in the final DEF, fill, tap and decap left out, types with 3 or more instances in the layout]
cell type and n:
nor2_1 14, o21a_1 8, nand2b_1 4, and3_1 8, nor2b_1 9, a21o_1 18, nand3_1 7, clkinv_2 3
clkinvlp_4 3, buf_4 3, o311ai_0 5, ha_1 36, a211oi_1 4, edfxtp_1 64, clkdlybuf4s50_1 97, or3_1 5
a31oi_1 4, nand2_1 31, o21bai_1 4, mux2_2 19, o21ai_0 19, nor3_1 6, a21oi_1 30, nand4_1 8
a31o_2 3, inv_1 45, xor2_1 5, xnor2_1 14, o31ai_1 4, clkbuf_8 9, o211ai_1 8
[layer usage]
layer / wire length, microns / part of all wire [%] / global-route usage, %
met1: 4970 / 48 / 39.3
met2: 4710 / 45 / 37.1
met3: 559 / 5.4 / 5.42
met4: 146 / 1.4 / 3.05
met5: 0 / 0 / 0
Power and IR drop assume default switching activity.
